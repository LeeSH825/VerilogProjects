`/design/flow/run.sh`:
```
#!/bin/bash
# OpenROAD 26Q1-2900-gdf79404cd8, Yosys 0.63+post, stock flow scripts
make -C /OpenROAD-flow-scripts/flow DESIGN_CONFIG=/design/flow/config.mk WORK_HOME=/design/flow/orfs finish
```
`/design/flow/config.mk`:
```
export PLATFORM = sky130hd
export DESIGN_NAME = FSM
export DESIGN_NICKNAME = FSM
export VERILOG_FILES = /design/flow/design.v
export SDC_FILE = /design/flow/constraint.sdc
export NUM_CORES = 4
export LEC_CHECK = 1
export CORE_AREA = 10 10 70 70
export DIE_AREA = 0 0 80 80
```
`/design/flow/constraint.sdc`:
```
current_design FSM

set clk_period 1.1
set clk_io_pct 0.2

create_clock -name clk0 -period $clk_period [get_ports {clk}]

set non_clock_inputs [all_inputs -no_clocks]
set_input_delay [expr $clk_period * $clk_io_pct] -clock clk0 $non_clock_inputs
set_output_delay [expr $clk_period * $clk_io_pct] -clock clk0 [all_outputs]
```
`/design/flow/design.v`:
```
module FSM (clk, reset, sel_btn, return_btn, coin, coin_val, confirm, coin_in, coin_out, product_make);
	input clk, reset;
	input sel_btn;
	input return_btn;
	input wire coin;
	input coin_val;
	output reg coin_in, coin_out, confirm;
	output reg product_make;
	reg [3:0] now_state, next_state;
	parameter idle = 0, selection_st = 1, ready_st = 2, product_out = 3, return_st = 5;
	parameter product_val = 1;
	always @(sel_btn, return_btn, coin)
	begin
		next_state = now_state;
		case(now_state)
		idle : if (coin == 1) next_state = selection_st;
		selection_st : begin
			if (return_btn == 1) next_state = return_st;
			else if (coin_val >= product_val) next_state = ready_st;
			end
		ready_st : begin
			if (return_btn == 1) next_state = return_st;
			else if (sel_btn == 1) next_state = product_out;
			end
		product_out : if (coin_val != 0) next_state = return_st;
		return_st : if (coin_val == 0) next_state = idle ;
		default : next_state = idle;
		endcase
	end
	always @(posedge clk)
	begin
	if (reset == 1) now_state <= idle;
	else now_state <= next_state;
	end
	always @ (now_state)
		begin
			coin_in=0;
			coin_out =0;
			confirm=0;
			product_make =0;
			case (now_state)
			idle: 			begin
									coin_in = 0;
									confirm = 0;
									coin_out = 0;
									product_make = 0;
								end
			selection_st: 		coin_in = 1;
			ready_st: 		begin 
									coin_in = 1; 
									confirm = 1;
								end
			product_out: 	begin
									coin_in = 1; 
									confirm = 1;
									product_make = 1;
								end
			return_st:		begin
									coin_in = 0;
									coin_out = 1;
								end
			default: ;
			endcase
		end
	endmodule
```
==> flow_summary.ini <==
; yosys + openroad results
[timing]
fin_ws_ns = -0.139
hold_viol_final = 0
finalSetupViolations = 2
rsz0062_at_grt = true
fmax_mhz = 807
period_needed_ns = 1.24
slew_violations = 0
tightest_slew_ns = 0.215
max-slew-margin-rel_pct = 85.6
period_used_pct = 113
fin_skew_ns = 0.000663
hold_ws_ns = 0.472

[layout]
layout_top_cell = buf_4
regMostFlops = now_state
drive_gt1_share_pct = 45.0
stdcell_area_sq_um = 415
nFillCells = 402
areaGrowthSynthToFinish_pct = 109
final_cell_mix = buf_4, clkdlybuf4s50_1, dfxtp_2
largest_reg_flops = 5
final-instance-count-excl-fill = 86
reg_top3 = now_state (5)

[route]
vias_per_cell = 2.76
wirelength_microns = 707
drt-initial-drc-count = 11
drc_errors = 0
wl_per_cell_microns = 8.22
vias = 237
antenna_left = 0
dr.pass1.iters = 4
n_antenna_cell = 0

[floorplan]
rows = 21
ios = 10
coreArea_sq_mm = 0.00342
die_w_microns = 80
core_util_floorplan_pct = 5.82
chipHeight_microns = 80
die_area_sq_mm = 0.00640

[power]
ir_worst_vdd_mv = 0.424
power_density_mw_per_mm2 = 1100
p_leak_nw = 0.172

[clock_network]
cts_tree = built
cts_num_sinks = 5
cts_inserted_buffers = 3
clkTransAtPathRegs_ns = 0.04
htreeDepth = 1
clkLatencyLatePin_ns = 0.23
root_buffer = clkbuf_4
cts_max_path_buffers = 2

[run_status]
outcome = finished with violations
violations = negative setup slack

[synth]
ys_sh_mux_pct = 0
synth_cells = 21
synth-xor-area-share_pct = 0
aoi_share_pct = 26.4
ys_cells = 21
yosys.stat.chipArea_sq_um = 199
ys_sh_simple_pct = 19.5
top_logic_kind = AND-OR/OR-AND gates
syn-cell-area_sq_um = 199
yosysWarnings = 1
ys_seq_share_pct = 50.3
synth.distinct_cells = 14
avgSynthCellArea_sq_um = 9.47
ys_sh_adder_pct = 0
ys_ff = 5

[critical_path]
arrival_ns = 1.02
cp_max_fo = 2
critPathLaunchType = flip-flop
cp-end-kind = output pin
critical_path_class = reg -> out
crit_required_ns = 0.88

[job]
log.warning_count = 27
maxCapViolations = 0

[place]
port_buffers = 9
dp.cells = 80
place.gp.congestion = 0.626
dp_hpwl_microns = 572
placed_area_sq_um = 377

[global_route]
first_global_vias = 222
grt_use_met3_pct = 2.73
grt_use_met2_pct = 2.01
globalRouteOverflowTotal = 0
grt_max_degree = 6
grt_pass1_wl_mm = 1.13
gr-usage-all-layers_pct = 2.30
globalRoute.busiestLayer = met1
use_met1_pct = 3.20
antenna_found_initial = 0

[hold_path]
hp-class = reg -> reg
-- stage by stage --
stage          total power, mW  worst slack (ns)  TNS [ns]  utilization, %
6_report                 0.459            -0.139    -0.172            12.2
3_5_place_dp             0.259            -0.220    -0.933            11.0
3_3_place_gp             0.259            -0.213    -0.838            11.0
5_1_grt                  0.489            -0.167    -0.235            12.2
2_1_floorplan            0.213             0.258         0               -
4_1_cts                  0.468            -0.154    -0.198            12.3
-- cells by family (layout without fill, tap and decap cells) --
logic type             Yosys count  after routing
buffers and inverters            2             21
AOI/OAI and AO/OA                7              7
DFF                              5              5
and+or+nand+nor                  7              7
-- power breakdown --
group	total [mW]	internal (mW)	switching (mW)	leakage, nW
logic	0.0616	0.0404	0.0212	0.115
registers	0.195	0.191	0.00425	0.0428
clock network	0.202	0.136	0.0653	0.0150
-- final timing paths --
path	start	to	slack, ns	depth (start not counted)
max	now_state[2]$_DFF_P_	coin_in	-0.14	2
max reg2reg	now_state[3]$_DFF_P_	now_state[0]$_DFF_P_	0.25	2
min	now_state[0]$_DFF_P_	now_state[2]$_DFF_P_	0.47	1
min reg2reg	now_state[0]$_DFF_P_	now_state[2]$_DFF_P_	0.47	1
-- area by class of cell --
| class | count | area, sq um | area share [%] |
|---|---|---|---|
| Timing Repair Buffer | 15 | 125 | 30.1 |
| Sequential cell | 5 | 105 | 25.3 |
| Multi-Input combinational cell | 14 | 93.8 | 22.6 |
| Tap cell | 46 | 57.6 | 13.9 |
| Clock buffer | 4 | 26.3 | 6.33 |
| Inverter | 2 | 7.51 | 1.81 |
-- critical path, stage by stage, from the launching register on --
cell,delay [ns]
dfxtp_2,0.31
or3_1,0.35
buf_2,0.12
-- routing by layer --
layer	up-vias	part of all wire, %
met3	4	22
met5	-	0
li1	115	-
met4	0	1.8
met1	102	49
met2	16	26
-- cell usage after synthesis --
library cell	n	area (sq um)
nand2b_1	1	6.26
nor2b_1	1	6.26
inv_1	2	7.51
o21ai_0	2	10.0
a21boi_0	1	7.51
or2_2	1	6.26
a221o_1	1	10.0
a21oi_1	1	5.00
dfxtp_1	5	100
nor2_2	1	6.26
nand2_1	1	3.75
a32o_1	2	20.0
nor2_1	1	3.75
or3_1	1	6.26
-- repair_timing --
item | in CTS | in global routing
endpoints found under the setup margin | 4 | 3
pin swaps | 1 | 0
resized | 15 | 1
hold buffers | 0 | 0
buffers inserted | 2 | 0
Power figures rest on the tool's default switching activity, not on a simulated workload.
